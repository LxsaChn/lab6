<file path="./config.mk">
export PLATFORM = sky130hd
export DESIGN_NAME = cpu
export DESIGN_NICKNAME = cpu
export VERILOG_FILES = /design/flow/design.v
export SDC_FILE = /design/flow/constraint.sdc
export NUM_CORES = 4
export LEC_CHECK = 1
export CORE_AREA = 10 10 93 93
export DIE_AREA = 0 0 103 103
</file>
<file path="./constraint.sdc">
current_design cpu

set clk_period 2.3
set clk_io_pct 0.2

create_clock -name clk0 -period $clk_period [get_ports {clk}]

set non_clock_inputs [all_inputs -no_clocks]
set_input_delay [expr $clk_period * $clk_io_pct] -clock clk0 $non_clock_inputs
set_output_delay [expr $clk_period * $clk_io_pct] -clock clk0 [all_outputs]
</file>
<file path="./design.v">
module cpu(input clk, input rst_n, input load, input start, input [15:0] instr,
           output waiting, output [15:0] out, output N, output V, output Z);
  wire [15:0] sximm5, sximm8, mdata;
  reg [7:0] pc;
  wire [2:0] opcode, r_addr, w_addr;
  reg [1:0] reg_sel, wb_sel;
  wire [1:0] ALU_op, shift_op;
  reg en_A, en_B, en_C, en_status, sel_A, sel_B, w_en;
  idecoder mydecoder (instr, reg_sel, opcode, ALU_op, shift_op, sximm5, sximm8, r_addr, w_addr);
  controller mycontroller (clk, rst_n, start, opcode, ALU_op, shift_op, Z, N, V, waiting, reg_sel, wb_sel, w_en, en_A, en_B, en_C, en_status, sel_A, sel_B);
  datapath mydatapath (clk, mdata, pc, wb_sel, w_addr, w_en, r_addr, en_A, en_B, shift_op, sel_A, sel_B, ALU_op, en_C, en_status, sximm8, sximm5, out, Z, N, V);
endmodule: cpu
module idecoder(input [15:0] ir, input [1:0] reg_sel,
                output [2:0] opcode, output [1:0] ALU_op, output [1:0] shift_op,
output [15:0] sximm5, output [15:0] sximm8,
                output [2:0] r_addr, output [2:0] w_addr);
  reg [2:0] opcode_reg;
  reg [1:0] ALU_op_reg;
  reg [1:0] shift_op_reg;
  reg [15:0] sximm5_reg;
  reg [15:0] sximm8_reg;
  reg [2:0] r_addr_reg;
  reg [2:0] w_addr_reg;
  assign opcode = opcode_reg;
  assign opcode_reg = ir[15:13];
  assign ALU_op = ALU_op_reg;
  assign ALU_op_reg = ir[12:11];
  assign sximm5 = sximm5_reg;
  assign sximm8 = sximm8_reg;
  always_comb begin
        if (ir[4] == 1'b0) sximm5_reg = {11'b00000000000, ir[4:0]};
        else sximm5_reg = {11'b11111111111, ir[4:0]};
        if (ir[7] == 1'b0) sximm8_reg =  {8'b00000000, ir[7:0]};
        else sximm8_reg =  {8'b11111111, ir[7:0]};
  end
  assign shift_op = shift_op_reg;
  assign shift_op_reg = ir[4:3];
  assign r_addr = r_addr_reg;
  assign w_addr = w_addr_reg;
  always_comb begin
        case (reg_sel)
        2'b00: begin
                r_addr_reg = ir[2:0];
                w_addr_reg = ir[2:0];
        end
        2'b01: begin
                r_addr_reg = ir[7:5];
                w_addr_reg = ir[7:5];
        end
        2'b10: begin
                r_addr_reg = ir[10:8];
                w_addr_reg = ir[10:8];
        end
        default: begin
                r_addr_reg = ir[2:0];
                w_addr_reg = ir[2:0];
        end
        endcase
  end
endmodule: idecoder
module controller(input clk, input rst_n, input start,
                  input [2:0] opcode, input [1:0] ALU_op, input [1:0] shift_op,
                  input Z, input N, input V,
                  output waiting,
                  output [1:0] reg_sel, output [1:0] wb_sel, output w_en,
                  output en_A, output en_B, output en_C, output en_status,
                  output sel_A, output sel_B);
  enum reg[2:0]{
        A = 3'b000, B = 3'b001, C = 3'b010, D = 3'b011, E = 3'b100, F = 3'b101
  } curr, next;
  logic waiting_reg;
  assign waiting = waiting_reg;
  logic [1:0] reg_sel_reg, wb_sel_reg;
  assign reg_sel = reg_sel_reg;
  assign wb_sel = wb_sel_reg;
  logic w_en_reg;
  assign w_en = w_en_reg;
  logic en_A_reg;
  assign en_A = en_A_reg;
  logic en_B_reg;
  assign en_B = en_B_reg;
  logic en_C_reg;
  assign en_C = en_C_reg;
  logic en_status_reg;
  assign en_status = en_status_reg;
  logic sel_A_reg;
  assign sel_A = sel_A_reg;
  logic sel_B_reg;  
  assign sel_B = sel_B_reg;              
  always_comb begin
     case(curr)
        A: if (start == 1'b1 && ALU_op == 2'b10 && opcode == 3'b110) next = F;
        else if (start == 1'b1 && ALU_op == 2'b00 && opcode == 3'b110) next = C;
        else if (start == 1'b1 || ALU_op == 2'b11) next = C;
        else if (start == 1'b1) next = B;
        else next = A;
        B: next = C;
        C: next = D;
        D: if (ALU_op == 2'b01) next = E;
        else next = F;
        E: next = A;
        F: next = A;
        default: next = A;
     endcase
  end
  always_ff @(posedge clk) begin
    if (rst_n == 1'b0) curr <= A;
    else curr <= next;
  end
  always_comb begin
        case(curr)
        A: begin
          waiting_reg = 1'b1;
reg_sel_reg = 1'bx;
          en_A_reg = 1'b0;
          en_B_reg = 1'b0;
          en_C_reg = 1'b0;
          w_en_reg = 1'b0;
   wb_sel_reg = 1'bx;
   sel_A_reg = 1'bx;
   sel_B_reg = 1'bx;
   en_status_reg = 1'bx;
        end
        B: begin
          waiting_reg = 1'b0;
          reg_sel_reg = 2'b10;  
          en_A_reg = 1'b1;
          en_B_reg = 1'b0;
          w_en_reg = 1'b0;
   wb_sel_reg = 1'bx;
   sel_A_reg = 1'bx;
   sel_B_reg = 1'bx;
   en_C_reg = 1'bx;
      en_status_reg = 1'bx;
        end
        C: begin
          waiting_reg = 1'b0;
          reg_sel_reg = 2'b00;  
          en_A_reg = 1'b0;
          en_B_reg = 1'b0;
en_C_reg = 1'bx;
          w_en_reg = 1'b0; 
   wb_sel_reg = 1'bx;
   sel_A_reg = 1'bx;
   sel_B_reg = 1'bx;
   en_status_reg = 1'bx;
        end
        D: if (opcode == 3'b110 && ALU_op == 2'b00) begin
          waiting_reg = 1'b0;
          en_A_reg = 1'b0;
          en_B_reg = 1'b0;
wb_sel_reg = 1'bx;
reg_sel_reg = 1'bx;
          w_en_reg = 1'b0;
          sel_A_reg = 1'b1;
          sel_B_reg = 1'b0;
          en_C_reg = 1'b1;
          en_status_reg = 1'b0;
        end else if (ALU_op == 2'b00) begin
          waiting_reg = 1'b0;
          en_A_reg = 1'b0;
          en_B_reg = 1'b0;
          w_en_reg = 1'b0;
          sel_A_reg = 1'b0;
          sel_B_reg = 1'b0;
          en_C_reg = 1'b1;
          en_status_reg = 1'b0;
wb_sel_reg = 1'bx;
reg_sel_reg = 1'bx;
        end else if (ALU_op == 2'b01) begin
          waiting_reg = 1'b0;
          en_A_reg = 1'b0;
          en_B_reg = 1'b0;
          w_en_reg = 1'b0;
          sel_A_reg = 1'b0;
          sel_B_reg = 1'b0;
          en_C_reg = 1'b0;
          en_status_reg = 1'b1;
wb_sel_reg = 1'bx;
reg_sel_reg = 1'bx;
        end else if (ALU_op == 2'b11) begin
          waiting_reg = 1'b0;
          en_A_reg = 0;
          en_B_reg = 0;
          w_en_reg = 0;
          sel_A_reg = 1'b0;
          sel_B_reg = 1'b0;
          en_C_reg = 1'b1;
          en_status_reg = 1'b0;
wb_sel_reg = 1'bx;
reg_sel_reg = 1'bx;
        end else begin
   waiting_reg = 1'bx;
   reg_sel_reg = 1'bx;
   en_A_reg = 1'bx;
   en_B_reg = 1'bx;
   w_en_reg = 1'bx;
  wb_sel_reg = 1'bx;
   sel_A_reg = 1'bx;
   sel_B_reg = 1'bx;
   en_C_reg = 1'bx;
   en_status_reg = 1'bx;
 end
        E: begin
          waiting_reg = 1'b0;
          en_A_reg = 1'b0;
          en_B_reg = 1'b0;
          w_en_reg = 1'b0;
          en_status_reg = 1'b1;
   reg_sel_reg = 1'bx;
   wb_sel_reg = 1'bx;
   sel_A_reg = 1'bx;
   sel_B_reg = 1'bx;
   en_C_reg = 1'bx;
        end
        F: if (start == 1'b1 && ALU_op == 2'b10 && opcode == 3'b110) begin
          waiting_reg = 1'b0;
          en_A_reg = 1'b0;
          en_B_reg = 1'b0;
          w_en_reg = 1'b1;
          wb_sel_reg = 2'b10;
          en_C_reg = 1'b1;
          en_status_reg = 1'b0;
   reg_sel_reg = 1'bx;
   sel_A_reg = 1'bx;
   sel_B_reg = 1'bx;
        end else begin
          waiting_reg = 1'b0;
          en_A_reg = 1'b0;
          en_B_reg = 1'b0;
          w_en_reg = 1'b1;
          wb_sel_reg = 2'b00;
          en_C_reg = 1'b1;
          en_status_reg = 1'b0;
reg_sel_reg = 1'bx;
   sel_A_reg = 1'bx;
   sel_B_reg = 1'bx;
        end
        default: begin
 waiting_reg = 1'bx;
 reg_sel_reg = 1'bx;
 en_A_reg = 1'bx;
 en_B_reg = 1'bx;
 w_en_reg = 1'bx;
 wb_sel_reg = 1'bx;
 sel_A_reg = 1'bx;
 sel_B_reg = 1'bx;
 en_C_reg = 1'bx;
 en_status_reg = 1'bx;
 end
        endcase
    end
endmodule: controller
module datapath(input clk, input [15:0] mdata, input [7:0] pc, input [1:0] wb_sel,
                input [2:0] w_addr, input w_en, input [2:0] r_addr, input en_A,
                input en_B, input [1:0] shift_op, input sel_A, input sel_B,
                input [1:0] ALU_op, input en_C, input en_status,
input [15:0] sximm8, input [15:0] sximm5,
                output [15:0] datapath_out, output Z_out, output N_out, output V_out);
  wire [15:0] w_data, r_data, data_A, data_B, shift_out, val_A, val_B, ALU_out;
  wire Z, N, V;
  regfile RF (w_data, w_addr, w_en, r_addr, clk, r_data);
  loadA LA (r_data, r_addr, clk, en_A, data_A);
  loadB LB (r_data, r_addr, clk, en_B, data_B);
  shifter SFT (data_B, shift_op, shift_out);
  selA SA (data_A, sel_A, val_A);
  selB SB (shift_out, sximm5, sel_B, val_B);
  ALU A (val_A, val_B, ALU_op, ALU_out, Z);
  enC C (ALU_out, en_C, datapath_out);
  enS S (Z, N, V, en_status, Z_out, N_out, V_out);
  write_back WB (wb_sel, datapath_out, mdata, sximm8, pc, w_data);
endmodule: datapath
module regfile(input [15:0] w_data, input [2:0] w_addr, input w_en, input [2:0] r_addr, input clk, output [15:0] r_data);
  reg [15:0] m[0:7];
  assign r_data = m[r_addr];
  always_ff @(posedge clk) if (w_en) m[w_addr] <= w_data;
endmodule: regfile
module loadA(input [15:0] r_data, input [2:0] r_addr, input clk, input en_A, output reg data_A);
  always_ff @(posedge clk) begin
if (en_A) data_A = r_data;
  end
endmodule: loadA
module loadB(input [15:0] r_data, input [2:0] r_addr, input clk, input en_B, output reg data_B);
  always_ff @(posedge clk) begin
if (en_B) data_B = r_data;
  end
endmodule: loadB
module shifter(input [15:0] data_B, input [1:0] shift_op, output reg [15:0] shift_out);
  always_comb begin
  case(shift_op)
  2'b00: shift_out = data_B;
  2'b01: shift_out = data_B << 1;
  2'b10: shift_out = data_B >> 1;
  2'b11: shift_out = {data_B[15], data_B[15:1]};
  default: shift_out = 16'bx;
  endcase
  end
endmodule: shifter
module selA(input [15:0] data_A, input sel_A, output reg [15:0] val_A);
  always_comb begin
if (sel_A) begin
val_A = 16'b0;
end else begin
val_A = data_A;
end
  end
endmodule: selA
module selB(input [15:0] shift_out, input [15:0] sximm5, input sel_B, output reg [15:0] val_B);
  always_comb begin
if (sel_B) begin
val_B = sximm5;
end else begin
val_B = shift_out;
end
  end
endmodule: selB
module ALU(input [15:0] val_A, input [15:0] shift_out, input [1:0] ALU_op, output reg [15:0] ALU_out, output reg Z, output reg N, output reg V);
  always_comb begin
    case(ALU_op)
    2'b00: ALU_out = val_A + shift_out;
    2'b01: ALU_out = val_A - shift_out;
    2'b10: ALU_out = val_A & shift_out;
    2'b11: ALU_out = ~shift_out;
    default: ALU_out = 16'bx;
    endcase
  end
  always_comb begin
    if (ALU_out == 16'b0) begin
Z = 1'b1;
N = 1'b0;
V = 1'b0;
end else if (ALU_out < 16'b0) begin
  Z = 1'b0;
  N = 1'b1;
V = 1'b0;
end else if (ALU_out > 16'b1) begin
  Z = 1'b0;
N = 1'b0;
  V = 1'b1;
end else begin
  Z = 1'b0;
N = 1'b0;
V = 1'b0;
    end 
  end
endmodule: ALU
module enC (input [15:0] ALU_out, input en_C, output reg [15:0] datapath_out);
  always_comb begin
   if (en_C) begin
datapath_out = ALU_out;
end else begin
datapath_out = 16'bx;
end
  end
endmodule: enC
module enS (input Z, input N, input V, input en_status, output reg Z_out, output reg N_out, output reg V_out);
  always_comb begin
if (en_status) begin
Z_out = Z;
N_out = N;
V_out = V;
end else begin
  Z_out = 1'bx;
N_out = 1'bx;;
V_out = 1'bx;
end
  end
endmodule: enS
module write_back (input [1:0] wb_sel, input [15:0] datapath_out, input [15:0] mdata, input [15:0] sximm8, input [7:0] pc, output reg [15:0] w_data);
  always_comb begin
case(wb_sel)
2'b11: w_data = mdata;
2'b10: w_data = sximm8;
2'b01: w_data = {8'b0, pc};
2'b00: w_data = datapath_out;
endcase
  end
endmodule: write_back
</file>
<file path="./run.sh">
#!/bin/bash
# OpenROAD 26Q1-2900-gdf79404cd8, Yosys 0.63+post, stock flow scripts
make -C /OpenROAD-flow-scripts/flow DESIGN_CONFIG=/design/flow/config.mk WORK_HOME=/design/flow/orfs finish
</file>
==> impl_metrics.py <==
# Synthesis and PnR figures
metrics = {
    "run_status": {
        "status": "completed",
    },
    "place": {
        "gp_congestion": 0.779,
        "post_dp_cell_area_mm2": 0.00120,
        "dp_hpwl_mm": 1.68,
        "portBuffers": 31,
    },
    "run": {
        "maxCapViolations": 0,
        "warnings": 31,
    },
    "logic_synthesis": {
        "async_reset_ff_frac": 0,
        "netlist_top_cells_area": "edfxtp_1 32%, dfxtp_1 14%, buf_4 14%",
        "yosys_warnings": 43,
        "top_area_cell": "edfxtp_1",
        "xor_area_frac": 0,
        "edf_count": 9,
        "mux_area_frac": 0.0641,
        "logic_family": "buffers and inverters",
        "simple_gate_share": 0.173,
        "ys_cells": 87,
        "synthCells": 87,
        "ys.flops": 15,
        "top_cells_by_count": "16 x buf_4, 16 x nor2_1, 9 x edfxtp_1, 6 x dfxtp_1, 6 x nand2_1",
        "ys_sh_adder": 0,
        "aoi_share": 0.115,
        "ys.flop_type": "edfxtp_1",
        "synth_top_area_share": 0.322,
        "yosysChipArea_um2": 840,
        "yosys.stat.seqShare": 0.465,
        "netlist_area_um2": 840,
        "post_synth.cell_area_avg_um2": 9.65,
        "yosysUniqueCellTypes": 28,
    },
    "clock_network": {
        "clockBufferDepth": 2,
        "clk_latency_ns": 0.24,
        "clk_pin_slew_worst_paths_ns": 0.06,
        "clock_sinks": 15,
        "cts-root-buf": "clkbuf_8",
        "cts.htree.levels": 1,
        "cts_tree": "done",
        "cts_made_buffers": 3,
    },
    "power_and_ir_drop": {
        "p_clk_frac": 0.322,
        "p_leak_nw": 0.487,
        "seq_power_share": 0.473,
        "sw_frac_of_total": 0.212,
        "power_density_mw_per_mm2": 503,
        "ir_drop_mv": 0.148,
        "comb_power_share": 0.204,
        "p_int_uw": 502,
        "switching_power_uw": 135,
    },
    "global_routing": {
        "antenna_found_initial": 0,
        "grt.overflow.total": 0,
        "grt_max_degree": 16,
        "grt_use_total": 0.0404,
        "grt_pass1_vias": 677,
        "grt_pass1_wl_mm": 3.42,
    },
    "drt": {
        "wire_per_inst_um": 10.4,
        "first_pass_iters": 4,
        "first_iter_violations": 20,
        "insertedDiodeCount": 0,
        "ant_nets": 0,
        "drc": 0,
        "wl_mm": 2.06,
        "vias": 644,
        "via_per_inst": 3.27,
    },
    "floorplanning": {
        "die_area_mm2": 0.0106,
        "fp_util": 0.124,
        "coreArea_mm2": 0.00676,
        "die.size.y_um": 103,
        "rows": 30,
        "io_pins": 40,
        "die_w_um": 103,
    },
    "min_path": {
        "min_from": "mycontroller.curr[5]$_DFF_P_",
        "hp-class": "reg -> reg",
    },
    "critical_path": {
        "cp-startpoint": "instr[13]",
        "crit_required_ns": 1.84,
        "ff2ff_setup_slack_ns": 0.52,
        "critical_path_class": "in -> out",
        "cp-start-kind": "primary input",
        "arrival_ns": 1.75,
        "cp-end-kind": "output port",
        "timing.rr.start": "mycontroller.curr[3]$_DFF_P_",
        "cp_max_fo": 2,
    },
    "final_timing": {
        "hold_slack_ns": 0.450,
        "finalSetupViolations": 0,
        "tns_ns": 0,
        "max_clock_freq_mhz": 452,
        "clock_skew_ns": 0.000650,
        "finalCritPeriodShare": 0.961,
        "hold_viol": 0,
        "drv_slew": 0,
        "fin_crit_ns": 2.21,
        "rsz0062_at_grt": "false",
    },
    "final_layout": {
        "area_delta_synth_final_pct": 50.8,
        "final_util": 0.187,
        "finalInstanceArea_mm2": 0.00127,
        "layout-drive-gt1-share": 0.145,
    },
}
[flip-flops by register name (all words and copies together), names as in the netlist]
| signal | cells |
|---|---|
| mycontroller.curr | 6 |
| mydatapath.RF.m | 8 |
| mydatapath.LA.data_A | 1 |
[final cells by class]
| class | instances | area, um2 |
|---|---|---|
| clock buffer | 4 | 45.0 |
| sequential | 15 | 390 |
| multi-input combinational | 52 | 309 |
| fill | 738 | 5490 |
| tap | 80 | 100 |
| inverter | 5 | 18.8 |
| timing repair buffer | 41 | 403 |
[power groups by stage]
stage | combinational (mW) | clock, mW | sequential (mW)
after global routing | 0.145 | 0.222 | 0.303
final | 0.130 | 0.205 | 0.301
after CTS | 0.128 | 0.211 | 0.302
[cells by family (layout without fill, tap and decap cells)]
group                  count (synthesis)  after routing
AOI/OAI and AO/OA                     12             12
other                                  1              3
and+or+nand+nor                       32             32
muxes                                  5              5
buffers and inverters                 22             50
DFF                                   15             15
[layout by cell type, fill, tap and decap left out, drive strengths merged]
master and n:
clkdlybuf4s50 29, nor2 16, buf 10, edfxtp 9, nand2 6, dfxtp 6
inv 5, mux2i 5, clkbuf 4, conb 3, nand2b 2, nor3 2
o22ai 2, dlymetal6s2s 2, a31oi 2, and2 2, o32a 1, a32oi 1
a21oi 1, and3b 1, o22a 1, o311ai 1, nor4 1, o21a 1
a22oi 1, nor2b 1, or2 1, a31o 1
[final timing paths]
| path | endpoint | cells past startpoint |
|---|---|---|
| max | out[0] | 5 |
| min | mycontroller.curr[1]$_DFF_P_ | 2 |
| max reg2reg | mydatapath.LA.data_A$_DFFE_PN_ | 5 |
| min reg2reg | mycontroller.curr[1]$_DFF_P_ | 2 |
[critical path, cell delays in order]
cell             delay [ns]
clkdlybuf4s50_1        0.48
inv_1                  0.04
a31oi_1                0.12
o22a_1                 0.17
clkdlybuf4s50_1        0.48
[what timing repair did]
action | CTS | global route
pin swaps | 1 | 0
hold buffers | 0 | 0
buffers inserted | 0 | 2
setup endpoints to repair | 2 | 17
gates resized | 0 | 3
[layer usage]
metal	global-route usage	wire [um]
met5	0	0
met4	0.0107	51
met3	0.0135	125
met2	0.0658	992
met1	0.0501	888
[metrics by stage]
step	instances	total power, mW	setup slack [ns]
after floorplan	89	0.365	0.754
after global placement	191	0.434	-0.00683
after detailed placement	191	0.435	0.00224
after CTS	195	0.641	0.0131
after global routing	197	0.669	0.00418
final	197	0.637	0.0891
Power and IR drop assume default switching activity.
